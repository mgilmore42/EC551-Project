[./run.sh]
#!/bin/bash
# OpenROAD 26Q1-2900-gdf79404cd8, Yosys 0.63+post, stock flow scripts
make -C /OpenROAD-flow-scripts/flow DESIGN_CONFIG=/design/flow/config.mk WORK_HOME=/design/flow/orfs finish
[./constraint.sdc]
current_design ALU

set clk_period 27.4
set clk_io_pct 0.2

create_clock -name clk0 -period $clk_period [get_ports {clk}]

set non_clock_inputs [all_inputs -no_clocks]
set_input_delay [expr $clk_period * $clk_io_pct] -clock clk0 $non_clock_inputs
set_output_delay [expr $clk_period * $clk_io_pct] -clock clk0 [all_outputs]
[./config.mk]
export PLATFORM = sky130hd
export DESIGN_NAME = ALU
export DESIGN_NICKNAME = ALU
export VERILOG_FILES = /design/flow/design.v
export SDC_FILE = /design/flow/constraint.sdc
export NUM_CORES = 4
export LEC_CHECK = 1
export CORE_UTILIZATION = 30
[./design.v]
`timescale 1ns / 1ps
module ALU(
    input wire clk,
    input wire [(5**2*12)-1:0] din,
    input wire [(5**2*8)-1:0] kernel,  
    input wire [4-1:0] div,
    input wire [19-1:0] raddr_alu,
    input wire ren_alu,
    output reg [12-1:0] dout,
    output reg [19-1:0] waddr_alu,
    output wire wen_alu
    );
    localparam prod_bw = 12/3 + 8;  
    localparam bw_ext = $clog2(5**2);  
    wire [prod_bw-1:0] product [5**2-1:0][2:0];  
    wire [prod_bw+bw_ext-1:0] sums [5**2-2:0][2:0];
    genvar i,j;
    generate
        for (i=0; i<5**2; i=i+1) begin
            assign product[i][2] = {{(prod_bw-4){1'b0}},din[12*(i+1)-1:12*i+4*2]} * {{(prod_bw-8){kernel[8*(i+1)-1]}},kernel[8*(i+1)-1:8*i]};   
            assign product[i][1] = {{(prod_bw-4){1'b0}},din[12*(i+1)-1-4:12*i+4]} * {{(prod_bw-8){kernel[8*(i+1)-1]}},kernel[8*(i+1)-1:8*i]};   
            assign product[i][0] = {{(prod_bw-4){1'b0}},din[12*(i+1)-1-4*2:12*i]} * {{(prod_bw-8){kernel[8*(i+1)-1]}},kernel[8*(i+1)-1:8*i]};   
        end
    endgenerate
    generate
        for (j=0; j<5**2-1; j=j+1) begin
            if (j==0) begin
                assign sums[j][2] = {{bw_ext{product[j][2][prod_bw-1]}}, product[j][2]} + {{bw_ext{product[j+1][2][prod_bw-1]}}, product[j+1][2]};
                assign sums[j][1] = {{bw_ext{product[j][1][prod_bw-1]}}, product[j][1]} + {{bw_ext{product[j+1][1][prod_bw-1]}}, product[j+1][1]};
                assign sums[j][0] = {{bw_ext{product[j][0][prod_bw-1]}}, product[j][0]} + {{bw_ext{product[j+1][0][prod_bw-1]}}, product[j+1][0]};
            end else begin
                assign sums[j][2] = sums[j-1][2] + {{bw_ext{product[j+1][2][prod_bw-1]}}, product[j+1][2]};
                assign sums[j][1] = sums[j-1][1] + {{bw_ext{product[j+1][1][prod_bw-1]}}, product[j+1][1]};
                assign sums[j][0] = sums[j-1][0] + {{bw_ext{product[j+1][0][prod_bw-1]}}, product[j+1][0]};
            end 
        end
    endgenerate
    wire [prod_bw+bw_ext:0] sum_abs [2:0];
    assign sum_abs[0] = (sums[5**2-2][0][prod_bw+bw_ext-1]) ? (~sums[5**2-2][0]+'b1) : sums[5**2-2][0];
    assign sum_abs[1] = (sums[5**2-2][1][prod_bw+bw_ext-1]) ? (~sums[5**2-2][1]+'b1) : sums[5**2-2][1];
    assign sum_abs[2] = (sums[5**2-2][2][prod_bw+bw_ext-1]) ? (~sums[5**2-2][2]+'b1) : sums[5**2-2][2];
    wire [12-1:0] dout_t;
    reg check_sign [2:0];
    always @(*) begin   
        case(div)
            'd0 : begin check_sign[0] = |sum_abs[0][prod_bw+bw_ext-2:4+0];  check_sign[1] = |sum_abs[1][prod_bw+bw_ext-2:4+0];  check_sign[2] = |sum_abs[2][prod_bw+bw_ext-2:4+0]; end
            'd1 : begin check_sign[0] = |sum_abs[0][prod_bw+bw_ext-2:4+1];  check_sign[1] = |sum_abs[1][prod_bw+bw_ext-2:4+1];  check_sign[2] = |sum_abs[2][prod_bw+bw_ext-2:4+1]; end
            'd2 : begin check_sign[0] = |sum_abs[0][prod_bw+bw_ext-2:4+2];  check_sign[1] = |sum_abs[1][prod_bw+bw_ext-2:4+2];  check_sign[2] = |sum_abs[2][prod_bw+bw_ext-2:4+2]; end
            'd3 : begin check_sign[0] = |sum_abs[0][prod_bw+bw_ext-2:4+3];  check_sign[1] = |sum_abs[1][prod_bw+bw_ext-2:4+3];  check_sign[2] = |sum_abs[2][prod_bw+bw_ext-2:4+3]; end
            'd4 : begin check_sign[0] = |sum_abs[0][prod_bw+bw_ext-2:4+4];  check_sign[1] = |sum_abs[1][prod_bw+bw_ext-2:4+4];  check_sign[2] = |sum_abs[2][prod_bw+bw_ext-2:4+4]; end
            'd5 : begin check_sign[0] = |sum_abs[0][prod_bw+bw_ext-2:4+5];  check_sign[1] = |sum_abs[1][prod_bw+bw_ext-2:4+5];  check_sign[2] = |sum_abs[2][prod_bw+bw_ext-2:4+5]; end
            'd6 : begin check_sign[0] = |sum_abs[0][prod_bw+bw_ext-2:4+6];  check_sign[1] = |sum_abs[1][prod_bw+bw_ext-2:4+6];  check_sign[2] = |sum_abs[2][prod_bw+bw_ext-2:4+6]; end
            'd7 : begin check_sign[0] = |sum_abs[0][prod_bw+bw_ext-2:4+7];  check_sign[1] = |sum_abs[1][prod_bw+bw_ext-2:4+7];  check_sign[2] = |sum_abs[2][prod_bw+bw_ext-2:4+7]; end
            'd8 : begin check_sign[0] = |sum_abs[0][prod_bw+bw_ext-2:4+8];  check_sign[1] = |sum_abs[1][prod_bw+bw_ext-2:4+8];  check_sign[2] = |sum_abs[2][prod_bw+bw_ext-2:4+8]; end
            default : begin check_sign[0] = |sum_abs[0][prod_bw+bw_ext-2:4+0];  check_sign[1] = |sum_abs[1][prod_bw+bw_ext-2:4+0];  check_sign[2] = |sum_abs[2][prod_bw+bw_ext-2:4+0]; end
        endcase
    end
    assign dout_t = {
        (check_sign[2]) ? 4'hf : sum_abs[2][3+div -: 4],
        (check_sign[1]) ? 4'hf : sum_abs[1][3+div -: 4],
        (check_sign[0]) ? 4'hf : sum_abs[0][3+div -: 4]
    };
    reg [19-1:0] waddr_d, waddr_dd;
    assign wen_alu = ((waddr_dd == waddr_alu) && (waddr_dd == raddr_alu) && ren_alu) ? 1'b1 : 1'b0 ;
    always @(posedge clk) begin
        dout <= dout_t;
        waddr_alu <= raddr_alu;
        waddr_d <= waddr_alu;
        waddr_dd <= waddr_d;
    end
endmodule
==> changes_impl.md <==
## Implementation

* Y dimension of the die at 614 µm
* Layout cells sized above 1 at 0.675%
* Top logic cell by instance count in the layout: sky130_fd_sc_hd__inv_1
* Count of buffers from port buffering at 556
* End point of the most critical hold path: waddr_dd[5]
* Total Routing Usage GR at 20.1%
* Floorplan die width at 614 µm
* Reg2Reg Launch Point: waddr_alu[2]
* Setup repair after global routing missed its margin: false
* Cells on worst reg2reg path at 0
* Number of I/O pins at 557
* Std-Cell Core Area at 0.373 mm²
* Remaining number of nets flagged by the antenna check after routing at 0
* Placed wire-length estimate at 329 mm
* Number of antenna violations at the first check in global routing at 154
* Category of the worst setup path capture point: flip-flop
* Cell area after synthesis at 0.113 mm²
* Tally of OpenROAD warnings at 25
* Post-layout minimum cycle time at 17.22 ns
* Clk Latency, worst-skew pair at 0.37 ns
* Count of H-tree levels built during CTS at 3
* YS chip area at 0.113 mm²
* Number of sinks driven by the clock tree at 69
* Seq share, synth at 1.23%
* Number of warnings issued by yosys at 2
* Least-Margin Pin Slew at 1.02 ns
* Final core utilization at 33.2%
* Overflow left after global routing at 0
* Reg-to-reg setup timing slack at 26.93 ns
* CTS tree: yes
* Yosys reg bits at 69
* Count of instantiated cells in the yosys netlist at 13152
* Path type of the worst setup path: input pin to flip-flop
* Fmax achieved at 0.0581 GHz
* Number of hold buffers added after cts at 0
* DR DRC count at 0
* Top logic cells by instance count in the layout: sky130_fd_sc_hd__inv_1 (3740), sky130_fd_sc_hd__fa_1 (2073), sky130_fd_sc_hd__and2_1 (1739)
* Clock edge transition at the registers on the reported setup and hold paths at 0.08 ns
* Number of rows created at floorplan at 224
* Post-CTS setup buffer count at 0
* Post-synthesis cell count at 13152
* Worst endpoint data arrival time at 17.45 ns
* Launch instance of the worst min-delay path: waddr_d[5]
* Mean routed wirelength per cell at 19.3 µm
* Post-route fraction of the period consumed by the critical path at 62.8%
* Ys async rst share at 0%
* Die area at 0.378 mm²
* Most repeated library cell on the critical path: sky130_fd_sc_hd__fa_1
* Total CTS buffers at 9
* Post_cts resized at 0
* Cell type of the slowest stage on the worst timing path: sky130_fd_sc_hd__fa_1
* Hold Path Cell Cnt at 0
* Initial standard-cell utilization of the core at 30.2%
* Detailed-route via count at 81594
* Post-Syn Area per Cell at 8.56 µm²
* Slew margin rel. at 31.1%
* Clock tree buffer depth at 2
* Endpoints failing hold at 0
* Number of violations reported at the end of detailed-routing iteration 0 at 3146
* Endpoints failing setup at 0
* Largest clock skew in the final design at 0.0312 ns
* Final max-slew violation count at 0
* Vias in the first global route at 83766
* Worst Path Max Fanout at 12
* Setup TNS at 0 ns
* Final worst-path setup slack at 10.18 ns
* Endpoint of the worst register-to-register path: waddr_d[2]
* Startpoint Class: input pin
* Number of distinct library cells after synthesis at 92
* Worst Hold Class: flip-flop to flip-flop
* Result of the run: finished, final reports clean
* Worst endpoint required time at 27.63 ns
* Number of placed instances with taps included at 18447
* Total wire length at 357 mm
* Post-route insts no fill at 18507
* Worst path max stage delay at 0.83 ns
* Maximum number of pins on one net before global-route repair at 57
* Flip-flops with a built-in enable at 0
* First-pass iteration count of the detailed router at 11
* Weighted congestion reported at the end of routability-driven placement at 1.05
* Wire length of the first global-routing pass at 536 mm
* Max Cap Violations at 0
* Area growth syn-to-layout at 10.1%
* Detailed-route vias per instance at 4.41
* Post-placement worst setup slack at 9.84 ns
* Post-synth top flop: sky130_fd_sc_hd__dfxtp_1
* Clk root buf: sky130_fd_sc_hd__clkbuf_16
==> flip-flops by register name, indices dropped and copies added (netlist names) <==
register and count:
waddr_d 19, dout 12, waddr_dd 19, waddr_alu 19
==> synth_stat cells (6+ instances only) <==
library cell / n / area (µm²)
sky130_fd_sc_hd__dfxtp_1: 69 / 1380
sky130_fd_sc_hd__nor3_1: 43 / 215
sky130_fd_sc_hd__nand3_1: 38 / 190
sky130_fd_sc_hd__clkbuf_1: 243 / 912
sky130_fd_sc_hd__a21oi_1: 517 / 2590
sky130_fd_sc_hd__a31oi_1: 13 / 81.3
sky130_fd_sc_hd__mux2_2: 9 / 101
sky130_fd_sc_hd__nand4_1: 14 / 87.6
sky130_fd_sc_hd__a2111oi_0: 6 / 52.6
sky130_fd_sc_hd__o21bai_1: 213 / 1600
sky130_fd_sc_hd__ha_1: 1659 / 20800
sky130_fd_sc_hd__a211o_1: 7 / 61.3
sky130_fd_sc_hd__fa_1: 2073 / 41500
sky130_fd_sc_hd__mux2i_1: 14 / 140
sky130_fd_sc_hd__nor2_1: 150 / 563
sky130_fd_sc_hd__buf_1: 7 / 26.3
sky130_fd_sc_hd__o211ai_1: 31 / 233
sky130_fd_sc_hd__o31a_1: 7 / 61.3
sky130_fd_sc_hd__a211oi_1: 23 / 173
sky130_fd_sc_hd__o21ai_0: 173 / 866
sky130_fd_sc_hd__and2_1: 1739 / 10900
sky130_fd_sc_hd__mux4_2: 8 / 180
sky130_fd_sc_hd__xnor2_1: 686 / 6010
sky130_fd_sc_hd__nand2_1: 804 / 3020
sky130_fd_sc_hd__and3_1: 20 / 125
sky130_fd_sc_hd__inv_1: 3740 / 14000
sky130_fd_sc_hd__o21ai_1: 6 / 30.0
sky130_fd_sc_hd__or2_2: 13 / 81.3
sky130_fd_sc_hd__nor3b_1: 8 / 60.1
sky130_fd_sc_hd__nand2b_1: 70 / 438
sky130_fd_sc_hd__a21o_1: 204 / 1530
sky130_fd_sc_hd__xor2_1: 268 / 2350
sky130_fd_sc_hd__nor4_1: 18 / 113
sky130_fd_sc_hd__a221oi_1: 6 / 52.6
sky130_fd_sc_hd__o22ai_1: 13 / 81.3
sky130_fd_sc_hd__nor2b_1: 27 / 169
sky130_fd_sc_hd__or3_1: 46 / 288
sky130_fd_sc_hd__o211a_1: 7 / 70.1
sky130_fd_sc_hd__o21a_1: 24 / 180
==> metal layers <==
metal / global-route usage, % / vias up / wire, µm
met5: 0.593 / - / 1040
met4: 5.43 / 120 / 12700
met3: 8.99 / 450 / 38300
met2: 31.1 / 1797 / 160000
met1: 25.8 / 39211 / 144000
li1: - / 40016 / -
==> worst max path at each step <==
stage	from	end	slack [ns]	cells past startpoint
CTS	kernel[33]	dout[1]	10.23	40
global route	kernel[48]	dout[1]	9.63	40
finish	kernel[32]	dout[1]	10.18	40
==> logic make-up after synthesis <==
kind of cell             share of synthesized area, %
XOR/XNOR                                         7.44
AND/OR/NAND/NOR                                  14.7
flip-flops                                       1.23
buffers and inverters                            13.3
multiplexers                                    0.375
adder cells (fa/ha/maj)                          55.3
AND-OR/OR-AND                                    7.57
==> through the flow <==
stage	hold slack, ns	cell area (µm²)
after floorplan	0.310	113000
after global placement	0.310	124000
after detailed placement	0.312	124000
after CTS	0.323	124000
after global routing	0.336	124000
final	0.321	124000
==> layout make-up <==
type                    instances  area, µm²
clock buffers                   9        225
flip-flops and latches         69       1380
fillers                     38987     249000
inverters                    3742      14000
diodes                         44        110
clock inverters                 7       65.1
repair buffers                578       5720
well taps                    4972       6220
multi-input cells            9086      96100
==> critical path, delay by kind of cell <==
| family | cells | cell delay, ns |
|---|---|---|
| AND/OR/NAND/NOR | 7 | 2.00 |
| XOR/XNOR | 1 | 0.19 |
| AND-OR/OR-AND | 13 | 3.02 |
| buffers and inverters | 7 | 1.07 |
| adder cells (fa/ha/maj) | 12 | 5.68 |
